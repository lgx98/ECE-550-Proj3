[./design.v]
module alu(data_operandA,
           data_operandB,
           ctrl_ALUopcode,
           ctrl_shiftamt,
           data_result,
           isNotEqual,
           isLessThan,
           overflow);
    input [31:0] data_operandA, data_operandB;
    input [4:0] ctrl_ALUopcode, ctrl_shiftamt;
    output [31:0] data_result;
    output isNotEqual, isLessThan, overflow;
    wire [31:0] addsub_result, bitwise_and_result, bitwise_or_result, sll_result, sra_result;
    wire ovf;
    wire EN_SUB,signS,signA,signB;
    assign EN_SUB        = ctrl_ALUopcode[0];
    assign addsub_result = EN_SUB?data_operandA-data_operandB:data_operandA+data_operandB;
    assign signS = addsub_result[31];
    assign signA = data_operandA[31];
    assign signB = EN_SUB^data_operandB[31];
    assign ovf   = (signA&&signB&&(!signS))||((!signA)&&(!signB)&&signS);
    assign bitwise_and_result = data_operandA&data_operandB;
    assign bitwise_or_result = data_operandA|data_operandB;
    assign sll_result = data_operandA<<ctrl_shiftamt;
    assign sra_result = 
    data_operandA[31]?
    ~((~data_operandA)>>ctrl_shiftamt)
    :
    data_operandA>>ctrl_shiftamt;
    assign isNotEqual = (data_operandA != data_operandB);
    assign isLessThan = signS^ovf;
    assign data_result = 
        ctrl_ALUopcode[4] == 0?
            ctrl_ALUopcode[3] == 0?  
                ctrl_ALUopcode[2] == 0?  
                    ctrl_ALUopcode[1] == 0?  
                        addsub_result  
                    :
                        ctrl_ALUopcode[0] == 0?  
                            bitwise_and_result  
                        :
                            bitwise_or_result  
                :
                    ctrl_ALUopcode[1] == 0?  
                        ctrl_ALUopcode[0] == 0?  
                            sll_result  
                        :
                            sra_result  
                    :
                        32'h00000000  
            :
                32'h00000000  
        :
            32'h00000000;  
    assign overflow = ovf;
endmodule
module dffe_wers #(parameter Width = 32)
                  (input we,                     
                   input [Width-1:0] din,        
                   output reg [Width-1:0] qout,  
                   input clk,                    
                   input rst);                   
    initial begin
        qout <= {Width{1'b0}};
    end
    always @(posedge clk or posedge rst) begin
        if (rst) begin
            qout <= {Width{1'b0}};
        end else if (we) begin
            qout <= din;
        end
    end
endmodule
module exception_gen (input ctrl_alu,
                      input ctrl_addi,
                      input ovf,
                      input [4:0] aluop,
                      output reg ctrl_ex,
                      output reg [31:0] data_excode);
    always @(*) begin
        ctrl_ex    = 1'b0;
        data_excode = 32'h00000000;
        if (ovf) begin
            if (ctrl_addi) begin
                ctrl_ex    = 1'b1;
                data_excode = 32'h00000002;
            end
            else
            begin
                if (ctrl_alu) begin
                    if (aluop == 5'b00000) begin
                        ctrl_ex    = 1'b1;
                        data_excode = 32'h00000001;
                    end
                    else
                        if (aluop == 5'b00001) begin
                            ctrl_ex    = 1'b1;
                            data_excode = 32'h00000003;
                        end
                end
            end
        end
    end
endmodule
module processor(clock,
                 reset,             
                 address_imem,      
                 q_imem,            
                 address_dmem,      
                 data,              
                 wren,              
                 q_dmem,            
                 ctrl_writeEnable,  
                 ctrl_writeReg,     
                 ctrl_readRegA,     
                 ctrl_readRegB,     
                 data_writeReg,     
                 data_readRegA,     
                 data_readRegB,     
                 );
    input clock, reset;
    output [11:0] address_imem;
    input [31:0] q_imem;
    output [11:0] address_dmem;
    output [31:0] data;
    output wren;
    input [31:0] q_dmem;
    output ctrl_writeEnable;
    output [4:0] ctrl_writeReg, ctrl_readRegA, ctrl_readRegB;
    output [31:0] data_writeReg;
    input [31:0] data_readRegA, data_readRegB;
    wire clk, rst;
    assign clk = clock;
    assign rst = reset;
    wire ctrl_branch;
    wire [31:0] addr_pcin;
    wire [31:0] addr_branch;
    wire [31:0] addr_pcout;
    wire [31:0] addr_nxtpc;
    wire [31:0] inst;
    assign addr_nxtpc = addr_pcout + 32'h00000001;
    assign addr_pcin = ctrl_branch ? addr_branch : addr_nxtpc;
    dffe_wers pc(
    .we(1'b1),
    .din(addr_pcin),
    .qout(addr_pcout),
    .clk(clk),
    .rst(rst)
    );
    assign address_imem = addr_pcout[11:0];
    assign inst         = q_imem;
    wire ctrl_ex;
    wire [4:0] inst_opcode;
    wire [4:0] inst_rd;
    wire [4:0] inst_rs;
    wire [4:0] inst_rt;
    wire [4:0] inst_shamt;
    wire [4:0] inst_aluop;
    wire [16:0] inst_simm17;
    wire [26:0] inst_uimm27;
    wire [32-1:0] ctrl_datapath;
    wire [31:0] data_simm17x;
    wire [31:0] data_uimm27x;
    assign ctrl_writeEnable = ctrl_datapath[8];
    assign ctrl_writeReg    =
        (ctrl_ex | ctrl_datapath[12]) ?
            5'd30
        :
            ctrl_datapath[1] ?
                5'd31
                :
                inst_rd;
    assign ctrl_readRegA    = 
        ctrl_datapath[11] ?
            5'd0
        :
            ctrl_datapath[0] ?
                inst_rd
            :
                ctrl_datapath[13] ?
                    inst_rd
                :
                    inst_rs;
    assign ctrl_readRegB    =
        ctrl_datapath[11] ?
            5'd30
        :
            ctrl_datapath[5] ?
                inst_rd
            :
                ctrl_datapath[13] ?
                    inst_rs
                :
                    inst_rt;
    assign inst_opcode      = inst[31:27];
    assign inst_opcode = inst[31:27];
    assign inst_rd     = inst[26:22];
    assign inst_rs     = inst[21:17];
    assign inst_rt     = inst[16:12];
    assign inst_shamt  = inst[11:7];
    assign inst_aluop  = inst[6:2];
    assign inst_simm17 = inst[16:0];
    assign inst_uimm27 = inst[26:0];
    randlogic u_randlogic(
    .inst_opcode(inst_opcode),
    .ctrl_out(ctrl_datapath)
    );
    assign data_simm17x = {{15{inst_simm17[16]}}, inst_simm17};
    assign data_uimm27x = {5'h00, inst_uimm27};
    wire [31:0] data_operanda;
    wire [31:0] data_operandb;
    wire [4:0] ctrl_aluop;
    wire [31:0] data_aluout;
    wire ctrl_ne;
    wire ctrl_lt;
    wire ctrl_ovf;
    wire ctrl_condbr;
    wire ctrl_immjmp;
    wire [31:0] data_excode;
    assign ctrl_aluop    = 
        ctrl_datapath[7] ?
            5'b00000
        :
            ctrl_datapath[13] ?
                5'b00001
            :
                inst_aluop;
    assign data_operanda = data_readRegA;
    assign data_operandb = ctrl_datapath[7] ? data_simm17x : data_readRegB;
    alu u_alu(
    .data_operandA(data_operanda),
    .data_operandB(data_operandb),
    .ctrl_ALUopcode(ctrl_aluop),
    .ctrl_shiftamt(inst_shamt),
    .data_result(data_aluout),
    .isNotEqual(ctrl_ne),
    .isLessThan(ctrl_lt),
    .overflow(ctrl_ovf));
    assign ctrl_condbr = (ctrl_datapath[4] & ctrl_ne) | (ctrl_datapath[3] & ctrl_lt);
    assign ctrl_immjmp = ctrl_datapath[2] | (ctrl_datapath[11] & ctrl_ne);
    assign ctrl_branch = ctrl_immjmp |
        ctrl_datapath[0] |
        ctrl_condbr;
    assign addr_branch =
        ctrl_condbr ?
            addr_nxtpc + data_simm17x
        :
            ctrl_immjmp ?
                data_uimm27x
            :
                data_operanda;
    exception_gen u_exception_gen(
        .ctrl_alu(ctrl_datapath[9]),
        .ctrl_addi(ctrl_datapath[10]),
        .ovf(ctrl_ovf),
        .aluop(ctrl_aluop),
        .ctrl_ex(ctrl_ex),
        .data_excode(data_excode)
    );
    wire [31:0] data_dmem;
    assign address_dmem = data_aluout[11:0];
    assign data = data_readRegB;
    assign wren = ctrl_datapath[5];
    assign data_dmem = q_dmem;
    assign data_writeReg =
        ctrl_ex ?
            data_excode
        :
            ctrl_datapath[12]?
                data_uimm27x
            :
                ctrl_datapath[1] ?
                    addr_nxtpc
                :
                 ctrl_datapath[6] ?
                        data_dmem
                    :
                        data_aluout;
endmodule
module randlogic (input [4:0] inst_opcode,
                  output reg [32-1:0] ctrl_out);
    always @(*) begin
        ctrl_out = {32{1'b0}};
        case (inst_opcode)
            5'b00000:  
                ctrl_out = (1<<8)|(1<<9);
            5'b00001:  
                ctrl_out = (1<<2);
            5'b00010:  
                ctrl_out = (1<<4)|(1<<13);
            5'b00011:  
                ctrl_out = (1<<8)|(1<<2)|(1<<1);
            5'b00100:  
                ctrl_out = (1<<0);
            5'b00101:  
                ctrl_out = (1<<8)|(1<<7)|(1<<10);
            5'b00110:  
                ctrl_out = (1<<3)|(1<<13);
            5'b00111:  
                ctrl_out = (1<<7)|(1<<5);
            5'b01000:  
                ctrl_out = (1<<8)|(1<<7)|(1<<6);
            5'b10101:  
                ctrl_out = (1<<12)|(1<<8);
            5'b10110:  
                ctrl_out = (1<<11)|(1<<13);
            default:
                ctrl_out = {32{1'b0}};
        endcase
    end
endmodule
[./run.sh]
#!/bin/bash
# OpenROAD 26Q1-2900-gdf79404cd8, Yosys 0.63+post, stock flow scripts
make -C /OpenROAD-flow-scripts/flow DESIGN_CONFIG=/design/flow/config.mk WORK_HOME=/design/flow/orfs finish
[./config.mk]
export PLATFORM = sky130hd
export DESIGN_NAME = processor
export DESIGN_NICKNAME = processor
export VERILOG_FILES = /design/flow/design.v
export SDC_FILE = /design/flow/constraint.sdc
export NUM_CORES = 4
export LEC_CHECK = 1
export CORE_UTILIZATION = 30
[./constraint.sdc]
current_design processor

set clk_period 32.1
set clk_io_pct 0.2

create_clock -name clk0 -period $clk_period [get_ports {clock}]

set non_clock_inputs [all_inputs -no_clocks]
set_input_delay [expr $clk_period * $clk_io_pct] -clock clk0 $non_clock_inputs
set_output_delay [expr $clk_period * $clk_io_pct] -clock clk0 [all_outputs]
==> Changelog: implementation <==
## Implementation

- Status: complete, no violations
- RePlAce Congestion: roughly 1.0
- Reg2Reg Setup Slack: around 27,000 ps
- 1st-iter DRT viols: about 1,900
- Buffers added on ports: roughly 230
- Share of cells above drive strength 1: 0.0874
- Synthesized instance count: roughly 2,200
- Via density: between 5 and 6
- Crit Path Max Fanout: 31
- Worst clock skew: around 8.0 ps
- RSZ-0062 raised after global routing: false
- Top flop regs: pc.qout (32)
- Top Metal Used: met4
- YS warnings: 3
- Slew margin rel.: 0.212
- Worst Path Required: 25,680 ps
- Total wire length: slightly below 80 mm
- Critical Path End: data_writeReg[0]
- Cts bufs inserted: 5
- Slowest cell on the critical path: a2111oi_0
- Yosys Instances: approximately 2,200
- Worst flop-to-flop path endpoint: pc.qout[28]
- CP arrival: roughly 12,000 ps
- CTS Hold Buffers Added: 0
- Final Max Slew Viols: 0
- LEAKAGE: ~7.6 nW
- Critical Path Start: q_imem[27]
- Most used flip-flop cell: dfrtp_1
- Setup TNS: 0 ps
- Met2 WL: between 30 and 40 mm
- Drt pass-1 iters: 5
- Wl on met1: approximately 35 mm
- Total grt overflow: 0
- Slowest cell delay on critical path: ~570 ps
- Slew at the pin with the worst max-slew slack: approximately 1200 ps
- Total power: 0.729 mW
- #FFs+latches synth: 32
- Hold Vio Cnt, Final: 0
- Largest register by flop count: pc.qout
- CP cell instances: clkdlybuf4s50_1 -> inv_1 -> ha_1 -> nand3b_1 -> a21oi_2 -> buf_4 -> and2_1 -> a21o_1 -> inv_1 -> ha_1 -> nand2b_1 -> a221oi_1 -> o21ai_0 -> a2111oi_0 -> a211o_1 -> a211oi_2 -> xnor2_1 -> mux2i_2 -> mux2i_1 -> nor2_2 -> buf_4 -> o31ai_1 -> clkdlybuf4s50_1
- Max IR drop VDD: approximately 26 uV
- Site Rows: 81
- Top-area cell share: 0.110
- Insertion Delay late pin: between 200 and 300 ps
- Post-route cell area: ~18,000 um^2
- Gr usage total: 0.313
- Fin crit period: between 15,000 and 20,000 ps
- CTS tree: done
- Flip-flops with a built-in enable: 0
- Die Wd: approximately 220 um
- Min Hold Slack: 854 ps
- Top-level I/O count: 235
- Area after DPL: between 15,000 and 20,000 um^2
- Die area: 50,500 um^2
- Max reg flops: 32
- Crit. End Element: output port
- Cell area leaders: ha_1, a21oi_1, mux2i_1
- Vias: between 15,000 and 20,000
- Post-synth top area cell: ha_1
- Initial antenna violation count: 1
- Max Cap Violations: 0
- ANT nets after route: 0
- WL per Instance: between 20 and 30 um
- Post-synth cell types: between 90 and 100
- Clock transition at the registers of the reported paths: roughly 60 ps
- Period utilisation layout: 0.588
- Pwr/cell area: ~41 nW/um^2
- Antenna Cells: 0
- DPL Wire Length: 61.8 mm
- Sink Count: 32
- Synthesized area: roughly 15,000 um^2
- Longest Clk Path Bufs: 2
- Post-synth ARST share: 1.00
- Fin worst setup slack: approximately 13,000 ps
- Crit start category: input port
- Yosys stat chip area: around 15,000 um^2
- Metal3 WL: just under 8 mm
- Cells on worst reg2reg path: 16
- Core ar.: about 50,000 um^2
- Top cells by count: nor2_1, a21oi_1, nand2_1, o21ai_0, ha_1
- Place WS: about 13,000 ps
- Setup violators final: 0
- CTS resizes: 0
- Worst flop-to-flop path startpoint: pc.qout[2]
- Kind of critical path: input port to output port
- Die H: around 220 um
- Synth Seq Share: 0.0538
- Layout area overhead: 19.5%
- Vias in the first global route: around 17,000
- Cell with the most instances after synthesis: nor2_1
- Core Util at FP: 0.304
- OpenROAD warnings: around 76
- # Post-CTS Setup Buffers: 0
- Root Buffer Master: clkbuf_16
- Global-route wire length before repair: 114 mm
- Clock H-tree levels: 2
- Largest net degree at the start of global routing: approximately 60
- Worst min path class: flop to flop
- Max Clk Rate: about 0.053 GHz
- # DRC: 0
- Mean Syn Cell Area: around 6.9 um^2
[stage by stage]
stage | instances | util
after floorplan | 2157 | -
after global placement | 2945 | 0.360
after detailed placement | 2945 | 0.360
after CTS | 2953 | 0.363
after global routing | 2953 | 0.363
final | 2953 | 0.363
[power by group]
part | switching, mW | internal (mW) | leakage, nW | total, mW
sequential | 0.0219 | 0.0603 | 0.386 | 0.0822
clock | 0.0194 | 0.0288 | 0.0660 | 0.0483
combinational | 0.343 | 0.256 | 7.10 | 0.599
[cells by family (layout without fill, tap and decap cells)]
| logic type | count (synthesis) | count (layout) | share of synthesized area |
|---|---|---|---|
| DFF | 32 | 32 | 0.0538 |
| and+or+nand+nor | 678 | 678 | 0.203 |
| adders and majority gates | 135 | 135 | 0.115 |
| muxes | 155 | 155 | 0.139 |
| xor gates and xnor gates | 138 | 138 | 0.0813 |
| AOI/OAI and AO/OA | 702 | 702 | 0.308 |
| buffers and inverters | 317 | 449 | 0.100 |
[critical path, delay by kind of cell]
kind	cells	cell delay (ps)
xor gates and xnor gates	1	150
AOI/OAI and AO/OA	8	2130
adders and majority gates	2	550
buffers and inverters	6	1800
and+or+nand+nor	4	760
muxes	2	600
[worst min path at each step]
stage                        from          end  slack, ps  cells after the start
after CTS             pc.qout[14]  pc.qout[14]        840                      4
after global routing   pc.qout[0]   pc.qout[0]        900                      3
final                 pc.qout[14]  pc.qout[14]        850                      4
[cell usage in the layout, fill, tap and decap left out, types with 76 or more instances in the layout]
cell,instances
xnor2_1,97
nand2_1,228
buf_4,76
o21ai_0,132
a211oi_1,78
a21oi_1,234
inv_1,128
mux2i_1,92
clkdlybuf4s50_1,228
ha_1,131
nor2_1,240
[cell type report]
cell class | count | area (um^2)
clock buffer | 5 | 125
clock inverter | 3 | 23.8
fill | 5192 | 31200
inverter | 132 | 495
multi-input combinational | 1808 | 12600
sequential | 32 | 801
tap | 664 | 831
timing repair buffer | 309 | 2880
[per-layer routing]
metal	GRT usage	vias up
met5	0	-
met4	0.119	0
met3	0.0644	152
met2	0.453	973
met1	0.457	8286
li1	-	8023
Power is estimated from default activity; no workload was simulated.
