==> ./run.sh <==
#!/bin/bash
# OpenROAD 26Q1-2900-gdf79404cd8, Yosys 0.63+post, stock flow scripts
make -C /OpenROAD-flow-scripts/flow DESIGN_CONFIG=/design/flow/config.mk WORK_HOME=/design/flow/orfs finish
==> ./constraint.sdc <==
current_design clocks

set clk_period 1.0
set clk_io_pct 0.2

create_clock -name clk0 -period $clk_period [get_ports {clk_in}]

set non_clock_inputs [all_inputs -no_clocks]
set_input_delay [expr $clk_period * $clk_io_pct] -clock clk0 $non_clock_inputs
set_output_delay [expr $clk_period * $clk_io_pct] -clock clk0 [all_outputs]
==> ./design.v <==
module clocks (
    input clk_in,
    input rst,
    output [7:0] clk_out
);
    reg sync_rstN;
    wire sync_rst;
    assign sync_rst = ~ sync_rstN;
    always @(posedge clk_in or posedge rst) begin
        if (rst) begin
            sync_rstN = 1'b0;
        end else begin
            sync_rstN = 1'b1;
        end
    end
    reg [1:0] grey_cnt;
    always @(posedge clk_in or posedge sync_rst) begin
        if (sync_rst)
            grey_cnt<=2'b00;
        else begin
            grey_cnt[1]<=~grey_cnt[0];
            grey_cnt[0]<=grey_cnt[1];
        end
    end
    reg [1:0] grey_cntN;
    always @(negedge clk_in or posedge sync_rst) begin
        if (sync_rst)
            grey_cntN<=2'b00;
        else begin
            grey_cntN[1]<=~grey_cntN[0];
            grey_cntN[0]<=grey_cntN[1];
        end
    end
    assign clk_out = {~grey_cnt[0],~grey_cntN[0],~grey_cnt[1],~grey_cntN[1],grey_cnt[0],grey_cntN[0],grey_cnt[1],grey_cntN[1]};
endmodule
==> ./config.mk <==
export PLATFORM = sky130hd
export DESIGN_NAME = clocks
export DESIGN_NICKNAME = clocks
export VERILOG_FILES = /design/flow/design.v
export SDC_FILE = /design/flow/constraint.sdc
export NUM_CORES = 4
export LEC_CHECK = 1
export CORE_AREA = 10 10 70 70
export DIE_AREA = 0 0 80 80
==> notes.md <==
The following summarizes the physical implementation.

Outcome
The flow ran to the end, but the final reports show violations. The final reports fail on setup timing.

Worst setup path
For this run, the slowest stage of the critical path takes approximately 0.42 ns. The endpoint arrival time on the critical path is 1.35 ns. For reference, the most critical setup path is categorized as flop to output pin. The maximum fanout along the worst path is 2. By instance count, the cell type seen most on the critical path is buf_6. The family of cells with the greatest summed delay on the critical path is flip-flops. At the worst endpoint, the required time is 0.80 ns. The worst setup path is launched from a flop. The cell at the slowest stage of the critical path is dfrtn_1. The nature of the critical path endpoint is an output pin. In this run the critical path is formed by buf_6 -> buf_6. The worst register-to-register path depth is 4.

The cell depth of the worst setup path is 2. Counting both buffers and inverters, the worst setup path holds a total of 2.

Power
Per the power-grid run, VDD falls by no more than 0.000186 V. The static leakage is 0.000182 uW. Total power for the finished layout comes to 449 uW. In this run the power density over the cells is 1190 nW/um^2.

Detailed routing
The total wire length after detailed routing is 560 um. Per the detail_route log, met2 wirelength is 178 um. The total iterations of the first detailed-routing run is 1. The number of vias in the routed layout is around 140.

The number of diodes added for antenna fixing is 0. Once detail routing completed, the nets flagged for antenna violations numbered 0. The remaining routing DRC violations is 0. The routed length per instance is ~7 um.

For this block, wires on met1 add up to between 150 and 200 um. The number of DRC markers in iteration 0 is 0. The detailed router reports a met3 wire length of 191 um. The number of vias per cell is around 1.8.

The highest layer used for signal routing is met3.

Final timing
In the post-route analysis, the smallest setup slack over all paths is -0.550 ns. On the final layout, the worst hold slack is 0.0551 ns. The count of endpoints failing setup in the final report is 7. Per the final timing report, the hold violations number 0.

The final timing report lists clock skew as between 0.01 and 0.015 ns. Adding up every negative setup slack in the final design gives -2.26 ns. Setup repair after global routing could not meet its margin everywhere. The max-slew violation count is 0.

GRT
The first global-routing pass estimated 883 um of wire. Total global-route track usage over all layers is 0.0193. Entering global routing, the biggest net connects 5 pins.

The total congestion overflow after global routing is 0. The number of global-route vias before repair is ~180. The number of antenna violations at the first check in global routing is 0.

Final layout
The layout report lists the combined flip-flop and latch area as 125 sq um. Per the final layout report, the fraction of cells sized above drive strength 1 comes to 0.688. After routing the design area is 378 sq um.

In the final layout, the multi-input gates occupy between 3 and 4 sq um. The fill cell total of the finished layout is 391. The layout overhead on the synthesized area is 156%.

Floorplanning
The core utilization at floorplan is 0.0432. For this design the top-level I/O count stands at 10. The floorplan step defined a core boundary enclosing 3420 sq um.

In this run the horizontal extent of the chip is approximately 80 um. The number of standard-cell rows in the floorplan is 21. After floorplanning, the die was sized to cover 6400 sq um. The die is 80 um tall.

Clock tree
TritonCTS built the clock tree. Clock tree synthesis selected as its root buffer the cell clkbuf_4. The H-tree depth reported by CTS is 1. The register clock-pin slew on the reported worst setup and hold paths is 0.04 ns. In this run the deepest clock path goes through 2 buffers. The TritonCTS sink count is 5. CTS added clock buffers totalling 3. At the later pin of the worst-skew pair, clock insertion delay measures 0.25 ns.

Yosys
The library cell occupying the most area in the post-synthesis netlist is dfrtp_1. According to the Yosys statistics, the synthesized design has a chip area of roughly 150 sq um. After synthesis, the design contains 11 cells according to Yosys.

The mean area per synthesized cell is about 13 sq um. The post-synth register bit count is 5. For this run, the register share of the synthesized area comes to 0.847. The fraction of synthesized cell area taken by the top area cell type is 0.508. Summing every instance area after synthesis gives 148 sq um.

The synthesis report lists the Yosys warning total as 1. The synthesized instance count is 11. Yosys attributes the largest share of cell area to dfrtp_1 (51%), dfrtn_1 (34%), inv_1 (13%). In the Yosys stats the netlist draws on 4 distinct library cells.

Placement
The placement summary gives the final routability congestion estimate as ~0.72. Per the detailed placement report, the placed cell area equals ~300 sq um. The count of buffers from port buffering is 9.

Flow run
The reported max-cap violation count is 0. The tool warning count is 28.

Hold path
The class of the tightest hold or removal check is flop to async pin.
## stage by stage
step | utilization | setup slack (ns) | cells
2_1_floorplan | - | -0.0991 | 11
3_3_place_gp | 0.0864 | -0.607 | 66
3_5_place_dp | 0.0864 | -0.608 | 66
4_1_cts | 0.115 | -0.550 | 79
5_1_grt | 0.111 | -0.591 | 78
6_report | 0.111 | -0.550 | 78
## what timing repair did
| item | 4_1_cts | 5_1_grt |
|---|---|---|
| hold buffers | 0 | 0 |
| endpoints found under the setup margin | 8 | 8 |
| gates resized | 33 | 6 |
| buffers inserted | 9 | 1 |
## cell type report
cell class / count / area share
timing repair buffer: 17 / 0.381
sequential: 5 / 0.331
tap: 46 / 0.152
clock buffer: 4 / 0.0695
inverter: 5 / 0.0563
multi-input combinational: 1 / 0.00993
## report_power, final
part | total [uW] | leakage [uW] | switching [uW] | internal [uW]
Sequential | 208 | 0.0000581 | 2.66 | 206
Clock | 235 | 0.0000150 | 84.4 | 151
Combinational | 5.21 | 0.000108 | 1.58 | 3.63
Total | 449 | 0.000182 | 88.6 | 360
## worst register-to-register path: cells and delay by family, from the launching register on
| family | cells | cell delay, ns |
|---|---|---|
| buffers and inverters | 4 | 0.37 |
| DFF | 1 | 0.35 |
## sequential cells by signal, indices dropped and copies added, names as in the netlist
signal	count
grey_cntN	2
grey_cnt	2
sync_rstN	1
## worst paths after layout
path | end | slack, ns | startpoint
setup / recovery | clk_out[0] | -0.55 | grey_cntN[1]
max in group asynchronous | grey_cntN[1] | 0.39 | sync_rstN
setup reg to reg | grey_cnt[1] | 0.18 | grey_cnt[0]
min in group clk0 | grey_cntN[1] | 0.35 | grey_cntN[0]
hold reg to reg | grey_cnt[1] | 0.06 | sync_rstN
hold / removal | grey_cnt[1] | 0.06 | sync_rstN
## per-layer routing
| metal | up-vias | track usage |
|---|---|---|
| met4 | 0 | 0.00528 |
| met2 | 11 | 0.0209 |
| met3 | 0 | 0.0364 |
| li1 | 68 | - |
| met5 | - | 0 |
| met1 | 65 | 0.0147 |
## kinds of logic (layout without fill, tap and decap cells)
logic type,after synthesis,count (layout),share of synthesized area
other cells,1,1,0.0254
flops,5,5,0.847
buf+inv,5,26,0.127
## cell usage after synthesis
cell type / number
inv_1: 5
dfrtp_1: 3
conb_1: 1
dfrtn_1: 2
## cells in the final DEF (no fill, tap or decap)
cell             n
buf_6            7
buf_4            4
clkbuf_4         3
dfrtp_1          3
buf_2            3
inv_2            2
inv_1            2
dfrtn_1          2
clkbuf_2         2
inv_4            1
clkbuf_1         1
clkdlybuf4s50_1  1
conb_1           1
No activity file was given, so power comes from the tool's default toggle rates.
