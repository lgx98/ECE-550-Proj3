`design/flow/config.mk`:
```
export PLATFORM = sky130hd
export DESIGN_NAME = regfile
export DESIGN_NICKNAME = regfile
export VERILOG_FILES = /design/flow/design.v
export SDC_FILE = /design/flow/constraint.sdc
export NUM_CORES = 4
export LEC_CHECK = 1
export CORE_UTILIZATION = 50
```
`design/flow/constraint.sdc`:
```
current_design regfile

set clk_period 10.0
set clk_io_pct 0.2

create_clock -name clk0 -period $clk_period [get_ports {clk}]

set non_clock_inputs [all_inputs -no_clocks]
set_input_delay [expr $clk_period * $clk_io_pct] -clock clk0 $non_clock_inputs
set_output_delay [expr $clk_period * $clk_io_pct] -clock clk0 [all_outputs]
```
`design/flow/design.v`:
```
module dffe_wers #(parameter Width = 32)
                  (input we,                     
                   input [Width-1:0] din,        
                   output reg [Width-1:0] qout,  
                   input clk,                    
                   input rst);                   
    initial begin
        qout <= {Width{1'b0}};
    end
    always @(posedge clk or posedge rst) begin
        if (rst) begin
            qout <= {Width{1'b0}};
        end else if (we) begin
            qout <= din;
        end
    end
endmodule
module regfile (input clk,
                input ctrl_we,
                input rst,
                input [4:0] addr_rd,
                input [4:0] addr_ra,
                input [4:0] addr_rb,
                input [31:0] data_rd,
                output [31:0] data_ra,
                output [31:0] data_rb);
    wire [31:0] ctrl_regwe;
    assign ctrl_regwe = ctrl_we ? (32'h00000001 << addr_rd) : 32'h00000000;
    wire [31:0] data_regout [31:0];
    assign data_regout[0] = 32'h00000000;
    genvar i;
    generate
        for (i = 1; i < 32; i = i + 1) begin: gen_reg
            dffe_wers u_dffe_wers(
                .we(ctrl_regwe[i]),
                .din(data_rd),
                .qout(data_regout[i]),
                .clk(clk),
                .rst(rst)
            );
        end
    endgenerate
    assign data_ra=data_regout[addr_ra];
    assign data_rb=data_regout[addr_rb];
endmodule
```
`design/flow/run.sh`:
```
#!/bin/bash
# OpenROAD 26Q1-2900-gdf79404cd8, Yosys 0.63+post, stock flow scripts
make -C /OpenROAD-flow-scripts/flow DESIGN_CONFIG=/design/flow/config.mk WORK_HOME=/design/flow/orfs finish
```
==> flow_metrics.tcl <==
# implementation run metrics
set metrics [dict create \
    num_vias 43600 \
    syn_area_per_cell_um2 11.7 \
    drt_iter0_drc 5632 \
    worstMarginPinSlew_ps 1060 \
    viasPerCell 7.56 \
    cts_max_path_buffers 3 \
    slew_violations 0 \
    worst_path_max_delay_cell "nor2_4" \
    ys_warn_count 2 \
    xor_area_share_pct 0 \
    crit_path_cell_trace "clkdlybuf4s50_1, buf_4, nand3_1, nor2_4, buf_4, a22oi_1, and4_1, nand4_1, clkdlybuf4s50_1" \
    yosysCellCount 4351 \
    synth_cells 4351 \
    adder_share_pct 0 \
    cp_max_fo 32 \
    initCoreUtil_pct 50.6 \
    final_util_pct 57.3 \
    path_clk_slew_ps 60 \
    finClkSkew_ps 0 \
    ys.flops 992 \
    setup_viol_count_final 0 \
    p_leak_nw 26.1 \
    fp-row-count 116 \
    peakVddDrop_uv 166 \
    hp-class "register to register" \
    slowest_delay_ps 900 \
    drc 0 \
    synth_cell_type_count 59 \
    topCombFamilyByArea "multiplexers" \
    cts_buffers 108 \
    grt_max_degree 129 \
    globalRouteOverflowTotal 0 \
    cts-htree-levels 3 \
    setup_ws_ps 1700 \
    root_buffer "clkbuf_16" \
    dieHeight_um 321 \
    insertion_delay_ps 710 \
    synth_area_um2 50700 \
    syn_to_final_growth_pct 13.4 \
    p_per_area_nw_per_um2 196 \
    wl_per_cell_um 40.9 \
    max_cap_viol_count 0 \
    grt_pass1_wl_mm 329 \
    synth_seq_share_pct 48.9 \
    async_flop_share_pct 100 \
    yosysChipArea_um2 50700 \
    groute.usage.overall_pct 48.2 \
    mux_area_share_pct 22.7 \
    max_freq_mhz 121 \
    core_um2 100000 \
    hpwl_mm 140 \
    critPathCaptureType "output port" \
    final_area_um2 57500 \
    cts_resized 0 \
    io_buffers 113 \
    die_w_um 321 \
    critPathLaunchType "input pin" \
    place_ws_ps 2050 \
    slew_headroom_pct 29.5 \
    total_power_mw 11.3 \
    report.final.hold_viol_count 0 \
    outcome "finished clean" \
    cts_tree "done" \
    drive_gt1_share_pct 34.6 \
    grt_pass1_vias 42700 \
    ant_nets 0 \
    placed_area_um2 53900 \
    cp_data_required_time_ps 8000 \
    top_regs "gen.u_dffe_wers.qout (992)" \
    cts_setup_buffers 0 \
    globalplace.congestion 1.07 \
    clock_sinks 992 \
    crit_arrival_ps 6300 \
    edf_count 0 \
    aoi_share_pct 12.4 \
    simple_gate_share_pct 12.3 \
    ctsHoldBuffers 0 \
    ios 114 \
    largest_reg_flops 992 \
    setup_tns_ps 0 \
    tool_warnings 38 \
    fin_crit_ps 8300 \
    wl_mm 236 \
    rsz0062_at_grt "no" \
    die-area_um2 103000 \
    firstDrtPassIters 12 \
    finalCritPeriodShare_pct 83.0 \
    antenna_found_initial 14 \
    dominantRegCellSynth "dfrtp_1" \
    path_class "input pin to output port" \
    largest-register "gen.u_dffe_wers.qout" \
]
## synth_stat cells (all sizes together) (5+ instances only)
master | number | area [um^2]
a21oi | 9 | 45.0
nor2 | 57 | 219
a22oi | 533 | 4000
o21ai | 9 | 45.0
nand3 | 319 | 1600
and4 | 7 | 61.3
and3b | 8 | 70.1
or4 | 45 | 338
a32oi | 9 | 78.8
a2111oi | 114 | 1130
nor3b | 15 | 113
or3b | 5 | 43.8
mux2i | 10 | 100
a32o | 5 | 50.1
clkbuf | 358 | 1340
nor2b | 11 | 68.8
dfrtp | 992 | 24800
a221oi | 13 | 114
a22o | 38 | 333
mux2 | 1012 | 11400
and3 | 360 | 2250
a211oi | 6 | 45.0
nand4 | 122 | 763
a222oi | 25 | 250
nand2 | 43 | 161
and2 | 29 | 181
a31oi | 5 | 31.3
nor3 | 14 | 70.1
nor4 | 12 | 75.1
nand3b | 16 | 120
buf | 110 | 502
## layer usage
| layer | global-route usage [%] | share of wire, % | vias up |
|---|---|---|---|
| met5 | 1.65 | 0.12 | - |
| met4 | 29.7 | 8.7 | 19 |
| met3 | 28.8 | 17 | 1239 |
| met2 | 63.0 | 40 | 3686 |
| met1 | 61.6 | 35 | 21900 |
| li1 | - | - | 16800 |
## logic make-up after synthesis
logic type             Yosys count
and+or+nand+nor               1080
muxes                         1022
DFF                            992
AOI/OAI and AO/OA              786
buffers and inverters          471
## worst max-delay path: cells and delay by family
kind            cells  cell delay [ps]
compound gates      1              170
buf+inv             4             2390
simple gates        4             1710
## per-stage QoR
step	std cells	hold slack, ps
3_5_place_dp	5560	504
4_1_cts	5755	517
5_1_grt	5755	532
3_3_place_gp	5560	497
2_1_floorplan	4351	485
6_report	5767	519
## cell usage in the layout, fill, tap and decap left out, types with 38 or more instances in the layout
cell type	Yosys	layout
mux2_2	1012	1012
dfrtp_1	992	992
a22oi_1	533	533
and3_1	360	358
nand3_1	319	319
buf_4	1	201
nand4_1	122	122
clkbuf_16	0	113
clkdlybuf4s50_1	0	110
a2111oi_0	97	97
or4_1	45	45
nor2_4	0	42
a22o_1	38	38
## path summary, 6_finish.rpt
check / from / end / slack, ps / depth (start not counted)
max in group asynchronous: rst / gen_reg[6].u_dffe_wers.qout[12] / 5890 / 5
min reg2reg: gen_reg[20].u_dffe_wers.qout[19] / gen_reg[20].u_dffe_wers.qout[19] / 520 / 1
min: gen_reg[20].u_dffe_wers.qout[19] / gen_reg[20].u_dffe_wers.qout[19] / 520 / 1
min in group asynchronous: rst / gen_reg[16].u_dffe_wers.qout[28] / 1640 / 2
max reg2reg: gen_reg[24].u_dffe_wers.qout[30] / gen_reg[24].u_dffe_wers.qout[30] / 9120 / 1
max: addr_rb[0] / data_rb[26] / 1700 / 9
## layout make-up
| type | count | area [um^2] |
|---|---|---|
| multi-input combinational | 2888 | 24600 |
| antenna | 12 | 30.0 |
| tap | 1357 | 1700 |
| clock buffer | 164 | 3330 |
| sequential | 992 | 24800 |
| fill | 8207 | 42800 |
| timing repair buffer | 320 | 2750 |
| clock inverter | 31 | 288 |
| inverter | 3 | 15.0 |
## power by group
group	leakage [nW]	internal [mW]	switching, mW
clock	1.80	2.40	1.72
combinational	11.6	0.871	0.771
sequential	12.7	4.79	0.728
Power is estimated from default activity; no workload was simulated.
